## flow/config.mk

```make
export PLATFORM = sky130hd
export DESIGN_NAME = rca_16
export DESIGN_NICKNAME = rca_16
export VERILOG_FILES = /design/flow/design.v
export SDC_FILE = /design/flow/constraint.sdc
export NUM_CORES = 4
export LEC_CHECK = 1
export CORE_AREA = 10 10 70 70
export DIE_AREA = 0 0 80 80
```

## flow/constraint.sdc

```tcl
current_design rca_16

set clk_period 8.7
set clk_io_pct 0.2

create_clock -name clk0 -period $clk_period

set non_clock_inputs [all_inputs -no_clocks]
set_input_delay [expr $clk_period * $clk_io_pct] -clock clk0 $non_clock_inputs
set_output_delay [expr $clk_period * $clk_io_pct] -clock clk0 [all_outputs]
```

## flow/design.v

```verilog
module full_adder(in0, in1, cin, sum, cout);
	input in0, in1, cin;
	output sum, cout;
	wire in0xorin1;
	wire [2:0] in0nds;
	wire or0;
	xor (in0xorin1, in0, in1);
	xor (sum, in0xorin1, cin);
	and (in0nds[0], in0, in1);
	and (in0nds[1], in0, cin);
	and (in0nds[2], in1, cin);
	or (or0, in0nds[0], in0nds[1]);
	or (cout, or0, in0nds[2]);
endmodule
module rca_16(operand0, operand1, cin, sum, cout, overflow);
	input [15:0] operand0, operand1;
	input cin;
	output [15:0] sum;
	output cout, overflow;
	wire [15:1] cBetween;
	genvar i;
	full_adder fa0(operand0[0], operand1[0], cin, sum[0], cBetween[1]);	
	generate 
		for (i = 1; i < 15; i = i + 1) begin : generateFAs4RCA
			full_adder fa(operand0[i], operand1[i], cBetween[i], sum[i], cBetween[i+1]);
		end	
	endgenerate
	full_adder fa15(operand0[15], operand1[15], cBetween[15], sum[15], cout);
	xor xor_overflow(overflow, cBetween[15], cout);
endmodule
```

## flow/run.sh

```bash
#!/bin/bash
# OpenROAD 26Q1-2900-gdf79404cd8, Yosys 0.63+post, stock flow scripts
make -C /OpenROAD-flow-scripts/flow DESIGN_CONFIG=/design/flow/config.mk WORK_HOME=/design/flow/orfs finish
```

==> results_dict.tcl <==
# metrics dict for downstream scripts
set metrics [dict create \
    timing.final.crit_share_pct 107 \
    layout.area.seq_sq_um 0 \
    xor_area_share_pct 1.80 \
    cp-end-kind "output port" \
    maxCapViolations 0 \
    grt_max_degree 3 \
    period_minus_slack_ps 9310 \
    worst_slew_pin_slew_ps 112 \
    fin_area_sq_um 988 \
    fin_ws_ps -607 \
    gp_congestion 0.885 \
    first_pass_iters 1 \
    ir_drop_mv 0.0290 \
    die_height_um 80 \
    fmax_ghz 0.107 \
    warnings 35 \
    postSynthSeqShare_pct 0 \
    die_w_um 80 \
    hpwl_um 1680 \
    ant_nets 0 \
    finalSetupViolCount 4 \
    logic_family "adder cells" \
    avgRoutedWirePerCell_um 13.5 \
    hp-start "operand1[0]" \
    drv_slew 0 \
    ys_sh_simple_pct 0 \
    ys_cells 43 \
    synth-adder-area-share_pct 65.8 \
    arrival_ps 7570 \
    core-area_sq_um 3420 \
    leakagePower_nw 0.382 \
    synth_cell_type_count 4 \
    fp_util_pct 14.2 \
    routed_wl_um 1690 \
    vias_per_cell 3.22 \
    ys_warn_count 0 \
    syn-cell-area_sq_um 487 \
    worst-setup-path-type "in -> out" \
    place_area_sq_um 1000 \
    avgSynthCellArea_sq_um 11.3 \
    nFlopsAndLatches 0 \
    antenna_found_initial 0 \
    hold_path_depth 5 \
    hold_ws_ps 4210 \
    ys_chip_area_sq_um 487 \
    drc 0 \
    nClkBuffers 0 \
    overflow 0 \
    layout-drive-gt1-share_pct 39.2 \
    relSlewSlack_pct 92.5 \
    worst_ep_required_time_ps 6960 \
    synth_cells 43 \
    grt_pass1_vias 493 \
    cts_setup_buffers 0 \
    dp.cells 125 \
    hold_class "in -> out" \
    grt_use_total_pct 5.06 \
    power.density_nw_per_um2 67.1 \
    hold_viol_final 0 \
    insertedDiodeCount 0 \
    fillers 355 \
    die_area_sq_um 6400 \
    io_buffer_count 51 \
    crit_path_start_kind "input port" \
    area_delta_synth_final_pct 103 \
    num_rows 21 \
    violations "setup timing" \
    aoi_share_pct 0 \
    final_cell_count_no_fill 125 \
    grt_pass1_wl_um 2500 \
    drtIter0Drc 0 \
    cp_max_fo 2 \
    area.combinational_sq_um 369 \
    grt_setup_unrepaired "yes" \
    hold_end "sum[0]" \
    vias 402 \
    status "finished with violations" \
    ys_sh_mux_pct 0 \
    io_pins 51 \
]
[how the worst max path moves through the flow]
stage | start | end | cells past startpoint
4_1_cts | cin | sum[15] | 22
5_1_grt | cin | sum[15] | 22
6_report | cin | sum[15] | 22
[power breakdown]
group | leakage, nW | switching, mW | internal, mW | total [mW]
clock | 0 | 0 | 0 | 0
combinational | 0.382 | 0.0191 | 0.0472 | 0.0663
sequential | 0 | 0 | 0 | 0
[placed cells by master (no fill, tap or decap)]
cell             synthesis  routed
dlygate4sd2_1            0       2
fa_2                     0      16
dlymetal6s2s_1           0       1
inv_6                    0       1
buf_2                    0       4
buf_6                    0       3
inv_2                    0       4
buf_4                   16       1
inv_12                   0       1
buf_8                    0       1
clkdlybuf4s50_1          0      40
inv_1                   10       4
xnor2_1                  1       1
[cells in the mapped netlist]
| cell | instances | area, sq um |
|---|---|---|
| fa_1 | 16 | 320 |
| inv_1 | 10 | 37.5 |
| buf_4 | 16 | 120 |
| xnor2_1 | 1 | 8.76 |
[cell families after synthesis]
group | after synthesis
buffers and inverters | 26
adder cells (fa/ha/maj) | 16
XOR/XNOR | 1
[routing by layer]
metal	track usage [%]	share of wire (%)	routed length, um
met3	7.05	37	633
met1	5.22	32	544
met4	0	0	0
met5	0	0	0
met2	6.26	30	515
[repair_timing]
action / in CTS / in global routing
gates cloned: 0 / 0
pin swaps: 2 / 2
hold buffers: 0 / 0
setup endpoints to repair: 7 / 6
gates resized: 35 / 4
[layout make-up]
| class | count | area share, % |
|---|---|---|
| repair buffers | 52 | 51.3 |
| inverters | 10 | 5.57 |
| multi-input cells | 17 | 37.3 |
| well taps | 46 | 5.82 |
[worst max-delay path, stage by stage]
cell and delay [ps]:
buf_8 110, inv_12 40, fa_2 180, inv_2 40, fa_2 340, fa_2 350, fa_2 350, fa_2 340
fa_2 340, fa_2 340, fa_2 340, fa_2 340, fa_2 340, fa_2 340, fa_2 340, fa_2 340
fa_2 340, fa_2 360, inv_2 60, fa_2 420, inv_2 60, buf_6 80
[stage by stage]
| step | setup slack, ps | setup TNS, ps | total power, mW | utilization (%) |
|---|---|---|---|---|
| after global placement | -1480 | -6360 | 0.0714 | 29.3 |
| after global routing | -737 | -2230 | 0.0746 | 28.9 |
| after CTS | -658 | -1860 | 0.0673 | 28.5 |
| final | -607 | -1660 | 0.0663 | 28.9 |
| after floorplan | -384 | -572 | 0.0339 | - |
| after detailed placement | -1510 | -6540 | 0.0715 | 29.3 |
Power figures rest on the tool's default switching activity, not on a simulated workload.
