**/design/flow/run.sh**
```bash
#!/bin/bash
# OpenROAD 26Q1-2900-gdf79404cd8, Yosys 0.63+post, stock flow scripts
make -C /OpenROAD-flow-scripts/flow DESIGN_CONFIG=/design/flow/config.mk WORK_HOME=/design/flow/orfs finish
```
**/design/flow/config.mk**
```make
export PLATFORM = sky130hd
export DESIGN_NAME = operandLess
export DESIGN_NICKNAME = operandLess
export VERILOG_FILES = /design/flow/design.v
export SDC_FILE = /design/flow/constraint.sdc
export NUM_CORES = 4
export LEC_CHECK = 1
export CORE_AREA = 10 10 70 70
export DIE_AREA = 0 0 80 80
```
**/design/flow/constraint.sdc**
```tcl
current_design operandLess

set clk_period 1.0
set clk_io_pct 0.2

create_clock -name clk0 -period $clk_period

set non_clock_inputs [all_inputs -no_clocks]
set_input_delay [expr $clk_period * $clk_io_pct] -clock clk0 $non_clock_inputs
set_output_delay [expr $clk_period * $clk_io_pct] -clock clk0 [all_outputs]
```
**/design/flow/design.v**
```verilog
module operandLess(in1, in2, out);
   input [31:0] in1;
	input [31:0] in2;
	output [31:0] out;
	genvar i;
	generate
		for (i = 0; i < 32; i = i + 1) begin : lessThan
			assign out[i] = ( in1[i] < in2[i]) ? 0 : 1;
		end
	endgenerate
endmodule
```
==> out/qor.yml <==
whs_endpoint: "out[14]"
finalHoldViolCount: 0
hpwl_um: 2164
cts.repair.resized: 168
drive_gt1_share_pct: 29.69
nFillCells: 425
ys_cells: 32
path_class: "input port to primary output"
cp_slowest_cell: "dlygate4sd2_1"
max-vdd-ir-drop_mv: 0.08545
place_congestion: 0.7973
hold_depth: 3
warnings: 32
antennaDiodeCount: 0
cap_violations: 0
setup_slack_ns: 0.1276
ys.warnings.count: 0
max_slew_margin_pct: 92.36
drc: 0
nClkBuffers: 0
status: "completed"
wl_per_cell_um: 12.41
drt_iter0_drc: 2
yosysUniqueCellTypes: 1
fin_util_pct: 30.33
fin_crit_sh_pct: 87.24
yosys-stat-area_um2: 200.2
critPathArrivalTime_ns: 0.67
via_per_inst: 3.345
flop-count: 0
start_kind: "input port"
crit_chain: "dlygate4sd2_1, nand2b_1, buf_2"
max_freq_mhz: 1146
required_ns: 0.80
hp-start: "in2[14]"
p_per_area_mw_per_mm2: 268.6
die_h_um: 80
grt_pass1_wl_um: 3201
report.final.slew_viol_count: 0
postCtsHoldBufs: 0
rows: 21
fin_crit_ns: 0.8724
crit_fanout: 1
cellLeakagePower_nw: 0.5486
rsz0062_at_grt: "no"
antenna_found_initial: 0
slowest_delay_ns: 0.24
io_pins: 96
core_area_mm2: 0.003416
ant_nets: 0
grt_max_degree: 2
syn_inst: 32
track_usage_pct: 6.096
dr.pass1.iters: 4
fp_util_pct: 5.861
pre_cts_ws_ns: -0.4433
flop_area_um2: 0
synth.cell_area_um2: 200.2
grt_pass1_vias: 684
worst_pin_slew_ns: 0.1146
cts_setup_buffers: 0
totalWireLength_um: 2160
ys_seq_share_pct: 0
setup-violations-final: 0
crit_path_end_kind: "primary output"
overflow: 0
chipArea_mm2: 0.006400
portBuffers: 96
die_w_um: 80
vias: 582
area.growth.synth_to_final_pct: 417.5
synth_area_per_cell_um2: 6.256
hp-class: "input port to primary output"
==> how the worst max path moves through the flow <==
stage	startpoint	end	depth (start not counted)
4_1_cts	in1[22]	out[22]	3
6_report	in1[22]	out[22]	3
5_1_grt	in1[27]	out[27]	3
==> area by class of cell <==
| class | instances | area, µm² | area share [%] |
|---|---|---|---|
| Timing Repair Buffer | 96 | 733.2 | 70.77 |
| Tap cell | 46 | 57.56 | 5.556 |
| Multi-Input combinational cell | 32 | 245.2 | 23.67 |
==> cells in the final DEF (no fill, tap or decap) <==
cell / synthesis / final
dlygate4sd2_1: 0 / 64
nand2b_1: 32 / 26
nand2b_4: 0 / 6
buf_6: 0 / 2
buf_2: 0 / 30
==> stage by stage <==
| stage | hold slack [ns] | cell area [µm²] | power, mW | cells | setup TNS [ns] |
|---|---|---|---|---|---|
| after global routing | 0.7476 | 1036 | 0.3082 | 174 | 0 |
| after CTS | 0.7412 | 1036 | 0.2875 | 174 | 0 |
| after floorplan | 0.4206 | 200.2 | 0.03275 | 32 | 0 |
| final | 0.7351 | 1036 | 0.2782 | 174 | 0 |
| after detailed placement | 1.308 | 1219 | 0.4153 | 174 | -13.23 |
| after global placement | 1.307 | 1219 | 0.4102 | 174 | -13.02 |
==> report_power, final <==
group / leakage [nW] / switching (mW) / internal [mW]
registers: 0 / 0 / 0
logic: 0.549 / 0.0617 / 0.217
clock network: 0 / 0 / 0
==> synth_stat cells <==
cell	instances	share of area, %
nand2b_1	32	100
==> critical path: cells and delay by family <==
family	cells	cell delay (ns)
and+or+nand+nor	1	0.13
buffers and inverters	2	0.35
==> kinds of logic after synthesis <==
logic type / share of synthesized area (%)
AND/OR/NAND/NOR: 100.0
==> metal layers <==
layer | global-route usage (%) | wire length (µm)
met1 | 5.339 | 645
met2 | 11.64 | 1131
met3 | 4.318 | 383
met4 | 0 | 0
met5 | 0 | 0
Power figures rest on the tool's default switching activity, not on a simulated workload.
