## config.mk

```make
export PLATFORM = sky130hd
export DESIGN_NAME = alu
export DESIGN_NICKNAME = alu
export VERILOG_FILES = /design/flow/design.v
export SDC_FILE = /design/flow/constraint.sdc
export NUM_CORES = 4
export LEC_CHECK = 1
export CORE_UTILIZATION = 50
```

## constraint.sdc

```tcl
current_design alu

set clk_period 17.0
set clk_io_pct 0.2

create_clock -name clk0 -period $clk_period

set non_clock_inputs [all_inputs -no_clocks]
set_input_delay [expr $clk_period * $clk_io_pct] -clock clk0 $non_clock_inputs
set_output_delay [expr $clk_period * $clk_io_pct] -clock clk0 [all_outputs]
```

## run.sh

```bash
#!/bin/bash
# OpenROAD 26Q1-2900-gdf79404cd8, Yosys 0.63+post, stock flow scripts
make -C /OpenROAD-flow-scripts/flow DESIGN_CONFIG=/design/flow/config.mk WORK_HOME=/design/flow/orfs finish
```

## design.v

```verilog
module adder(in0, in1, operator, sum, cout, overflow);	
	input [31:0] in0, in1;
	input operator;
	output [31:0] sum;
	output cout, overflow;
	wire [31:0] operand0, operand1;	
	buf_32 passIn0(in0, operand0);
	operandAddorSub toOperand1(in1, operator, operand1);	
	csa_32 csa32bits(operand0, operand1, operator, sum, cout, overflow);	
endmodule
module alu(data_operandA, data_operandB, ctrl_ALUopcode, ctrl_shiftamt, data_result, isNotEqual, isLessThan, overflow);
   input [31:0] data_operandA, data_operandB;
   input [4:0] ctrl_ALUopcode, ctrl_shiftamt;
   output [31:0] data_result;
   output isNotEqual, isLessThan, overflow;
	wire [31:0] addResult, shiftResult, logicResult;
	wire [31:0] logicArithmeticResult, shiftNullResult;
	wire coutLastBit;
	adder adder(data_operandA, data_operandB, ctrl_ALUopcode[0], addResult, coutLastBit, overflow);
	shifter shifter(data_operandA, ctrl_shiftamt, ctrl_ALUopcode[0], shiftResult);
	logicer logicer(data_operandA, data_operandB, ctrl_ALUopcode[0], logicResult);
	isNotEqualDetecter isNotEqualDetecter(overflow, data_result, isNotEqual);
	isLessThanDetecter isLessThanDetecter(overflow, coutLastBit, data_result[31], isLessThan);
	mux1_32 muxAddLogic(addResult, logicResult, ctrl_ALUopcode[1], logicArithmeticResult);
	mux1_32 muxShiftNull(shiftResult, 0, ctrl_ALUopcode[1], shiftNullResult);
	mux1_32 muxFinal(logicArithmeticResult, shiftNullResult, ctrl_ALUopcode[2], data_result);
endmodule
module buf_32(in, out);
	input [31:0] in;
	output [31:0] out;
	genvar i;
	generate
		for (i = 0; i < 32; i = i + 1) begin: bufProcess
			buf buf0(out[i], in[i]);
		end
	endgenerate
endmodule
module csa_16(operand0, operand1, cin, sum, cout, overflow);
	input [15:0] operand0, operand1;
	input cin;
	output [15:0] sum;
	output cout, overflow;
	wire [15:8] sumHigh [1:0];
	wire coutHigh [1:0];
	wire overflows [1:0];
	wire coutLow;
	csa_8 csa_low(operand0[7:0], operand1[7:0], cin, sum[7:0], coutLow, );
	csa_8 csa_high0(operand0[15:8], operand1[15:8], 1'b0, sumHigh[0][15:8], coutHigh[0], overflows[0]);
	csa_8 csa_high1(operand0[15:8], operand1[15:8], 1'b1, sumHigh[1][15:8], coutHigh[1], overflows[1]);
	mux1_1 mux_cout(coutHigh[0], coutHigh[1], coutLow, cout);
	mux1_1 mux_overflow(overflows[0], overflows[1], coutLow, overflow);
	mux1_8 mux_sumHigh(sumHigh[0], sumHigh[1], coutLow, sum[15:8]);
endmodule
module csa_32(operand0, operand1, cin, sum, cout, overflow);
	input [31:0] operand0, operand1;
	input cin;
	output [31:0] sum;
	output cout, overflow;
	wire [31:16] sumHigh [1:0];
	wire coutHigh [1:0];
	wire overflows [1:0];
	wire coutLow;
	csa_16 csa_low(operand0[15:0], operand1[15:0], cin, sum[15:0], coutLow, );
	csa_16 csa_high0(operand0[31:16], operand1[31:16], 1'b0, sumHigh[0][31:16], coutHigh[0], overflows[0]);
	csa_16 csa_high1(operand0[31:16], operand1[31:16], 1'b1, sumHigh[1][31:16], coutHigh[1], overflows[1]);
	mux1_1 mux_cout(coutHigh[0], coutHigh[1], coutLow, cout);
	mux1_1 mux_overflow(overflows[0], overflows[1], coutLow, overflow);
	mux1_16 mux_sumHigh(sumHigh[0], sumHigh[1], coutLow, sum[31:16]);
endmodule
module csa_8(operand0, operand1, cin, sum, cout, overflow);
	input [7:0] operand0, operand1;
	input cin;
	output [7:0] sum;
	output cout, overflow;
	wire [7:4] sumHigh [1:0];
	wire coutHigh [1:0];
	wire overflows [1:0];
	wire coutLow;
	rca_4 rca_low(operand0[3:0], operand1[3:0], cin, sum[3:0], coutLow, );
	rca_4 rca_high0(operand0[7:4], operand1[7:4], 1'b0, sumHigh[0][7:4], coutHigh[0], overflows[0]);
	rca_4 rca_high1(operand0[7:4], operand1[7:4], 1'b1, sumHigh[1][7:4], coutHigh[1], overflows[1]);
	mux1_1 mux_cout(coutHigh[0], coutHigh[1], coutLow, cout);
	mux1_1 mux_overflow(overflows[0], overflows[1], coutLow, overflow);
	mux1_4 mux_sumHigh(sumHigh[0], sumHigh[1], coutLow, sum[7:4]);
endmodule
module full_adder(in0, in1, cin, sum, cout);
	input in0, in1, cin;
	output sum, cout;
	wire in0xorin1;
	wire [2:0] in0nds;
	wire or0;
	xor (in0xorin1, in0, in1);
	xor (sum, in0xorin1, cin);
	and (in0nds[0], in0, in1);
	and (in0nds[1], in0, cin);
	and (in0nds[2], in1, cin);
	or (or0, in0nds[0], in0nds[1]);
	or (cout, or0, in0nds[2]);
endmodule
module isLessThanDetecter(input overflow,
								  input coutLastBit,
								  input signBit,
								  output out);
	assign out = overflow ? coutLastBit : signBit;
endmodule
module isNotEqualDetecter(input overflow,
								input [31:0] subOut,
								output out);
	wire outIsNotZero;
	assign outIsNotZero = subOut ? 1 : 0;
	or or0(out, overflow, outIsNotZero);
endmodule
module logicer(input [31:0] in0,
					input [31:0] in1,
					input type,
					output [31:0] out);
	wire [31:0] andOut, orOut;
	operandAnd andInLogic(in0, in1, andOut);
	operandOr orInLogic(in0, in1, orOut);
	mux1_32 muxInLogic(andOut, orOut, type, out);
endmodule
module mux1_1(data0, data1, sel, out);
	input data0, data1, sel;
	output out;
	assign out = sel ? data1 : data0;
endmodule
module mux1_16(data0, data1, sel, out);
	input [15:0] data0, data1;
	input sel;
	output [15:0] out;
	assign out = sel ? data1 : data0;
endmodule
module mux1_32(data0, data1, sel, out);
	input [31:0] data0, data1;
	input sel;
	output [31:0] out;
	assign out = sel ? data1 : data0;
endmodule
module mux1_4(data0, data1, sel, out);
	input [3:0] data0, data1;
	input sel;
	output [3:0] out;
	assign out = sel ? data1 : data0;
endmodule
module mux1_8(data0, data1, sel, out);
	input [7:0] data0, data1;
	input sel;
	output [7:0] out;
	assign out = sel ? data1 : data0;
endmodule
module operandAddorSub(in, operator, out);
	input [31:0] in;
	input operator;
	output [31:0] out;
	wire [31:0] notIn;
	genvar i;
	generate
		for (i = 0; i < 32; i = i + 1) begin : operandTransform
			not (notIn[i], in[i]);
			assign out[i] = operator ? notIn[i] : in[i];
		end
	endgenerate
endmodule
module operandAnd(in1,in2,out);
	input [31:0] in1;
	input [31:0] in2;
	output [31:0] out;
	genvar i;
	generate
		for(i = 0 ; i < 32 ; i = i + 1) begin : And
			and and_gate(out[i],in1[i],in2[i]);
		end
	endgenerate
endmodule
module operandOr(in1,in2,out);
	input [31:0] in1;
	input [31:0] in2;
	output [31:0] out;
	genvar i;
	generate
		for(i = 0; i < 32; i = i + 1) begin : Or
			or or_gate(out[i],in1[i],in2[i]);
		end
	endgenerate
endmodule
module rca_4(operand0, operand1, cin, sum, cout, overflow);
	input [3:0] operand0, operand1;
	input cin;
	output [3:0] sum;
	output cout, overflow;
	wire [3:1] cBetween;
	genvar i;
	full_adder fa0(operand0[0], operand1[0], cin, sum[0], cBetween[1]);	
	generate 
		for (i = 1; i < 3; i = i + 1) begin : generateFAs4RCA
			full_adder fa(operand0[i], operand1[i], cBetween[i], sum[i], cBetween[i+1]);
		end	
	endgenerate
	full_adder fa3(operand0[3], operand1[3], cBetween[3], sum[3], cout);
	xor xor_overflow(overflow, cBetween[3], cout);
endmodule
module shifter(input [31:0] in,
					input [4:0] amt,
					input type,	 
					output [31:0] out);
	wire [31:0] sllOut, sraOut;
	sll sllInShifter(in, amt, sllOut);
	sra sraInShifter(in, amt, sraOut);
	mux1_32 muxInShifter(sllOut, sraOut, type, out);
endmodule
module sll(input [31:0] in,
			  input [4:0] amt,			  
			  output [31:0] out);
	wire [31:0] layers [0:3];
	genvar i;	
	mux1_1 mux11(in[0], 0, amt[0], layers[0][0]);
	generate 
		for (i = 1; i < 32; i = i + 1) begin: sllLayer0
			mux1_1 mux12(in[i], in[i-1], amt[0], layers[0][i]);
		end
	endgenerate
	mux1_1 mux21(layers[0][0], 0, amt[1], layers[1][0]);
	mux1_1 mux22(layers[0][1], 0, amt[1], layers[1][1]);
	generate
		for (i = 2; i < 32; i = i + 1) begin: sllLayer1
			mux1_1 mux23(layers[0][i], layers[0][i-2], amt[1], layers[1][i]);
		end
	endgenerate
	generate
		for (i = 0; i < 4; i = i + 1) begin: sllLayer2Low4bit
			mux1_1 mux31(layers[1][i], 0, amt[2], layers[2][i]);
		end
	endgenerate
	generate 
		for (i = 4; i < 32; i = i + 1) begin: sllLayer2High28bit
			mux1_1 mux32(layers[1][i], layers[1][i-4], amt[2], layers[2][i]);
		end
	endgenerate
	generate
		for (i = 0; i < 8; i = i + 1) begin: sllLayer3Low8bit
			mux1_1 mux41(layers[2][i], 0, amt[3], layers[3][i]);
		end
	endgenerate
	generate 
		for (i = 8; i < 32; i = i + 1) begin: sllLayer3High24bit
			mux1_1 mux42(layers[2][i], layers[2][i-8], amt[3], layers[3][i]);
		end
	endgenerate
	generate
		for (i = 0; i < 16; i = i + 1) begin: sllLayer4Low16bit
			mux1_1 mux51(layers[3][i], 0, amt[4], out[i]);
		end
	endgenerate
	generate 
		for (i = 16; i < 32; i = i + 1) begin: sllLayer4High16bit
			mux1_1 mux52(layers[3][i], layers[3][i-16], amt[4], out[i]);
		end
	endgenerate
endmodule
module sra(input [31:0] in,
			  input [4:0] amt,			  
			  output [31:0] out);
	wire sign;
	wire [31:0] layers [0:3];
	buf signBuf (sign, in[31]);
	genvar i;	
	mux1_1 mux11(in[31], sign, amt[0], layers[0][31]);
	generate 
		for (i = 30; i >= 0; i = i - 1) begin: sraLayer0
			mux1_1 mux12(in[i], in[i+1], amt[0], layers[0][i]);
		end
	endgenerate
	mux1_1 mux21(layers[0][31], sign, amt[1], layers[1][31]);
	mux1_1 mux22(layers[0][30], sign, amt[1], layers[1][30]);
	generate
		for (i = 29; i >= 0; i = i - 1) begin: sraLayer1
			mux1_1 mux23(layers[0][i], layers[0][i+2], amt[1], layers[1][i]);
		end
	endgenerate
	generate
		for (i = 31; i >= 28; i = i - 1) begin: sraLayer2High4bit
			mux1_1 mux31(layers[1][i], sign, amt[2], layers[2][i]);
		end
	endgenerate
	generate 
		for (i = 27; i >= 0; i = i - 1) begin: sraLayer2Low28bit
			mux1_1 mux32(layers[1][i], layers[1][i+4], amt[2], layers[2][i]);
		end
	endgenerate
	generate
		for (i = 31; i >= 24; i = i - 1) begin: sraLayer3High8bit
			mux1_1 mux41(layers[2][i], sign, amt[3], layers[3][i]);
		end
	endgenerate
	generate 
		for (i = 23; i >= 0; i = i - 1) begin: sraLayer3Low24bit
			mux1_1 mux42(layers[2][i], layers[2][i+8], amt[3], layers[3][i]);
		end
	endgenerate
	generate
		for (i = 31; i >= 16; i = i - 1) begin: sraLayer4High16bit
			mux1_1 mux51(layers[3][i], sign, amt[4], out[i]);
		end
	endgenerate
	generate 
		for (i = 15; i >= 0; i = i - 1) begin: sraLayer4Low16bit
			mux1_1 mux52(layers[3][i], layers[3][i+16], amt[4], out[i]);
		end
	endgenerate
endmodule
```

==> impl_metrics.csv <==
group,metric,value,unit
run_status,outcome,"finished, final reports clean",
floorplanning,dieHeight,123,um
job,cap_violations,0,
finish,final_util,58.4,%
critical_path,cpPeakStageDelay,710,ps
timing,clock.fmax,77.9,MHz
detailed_routing,drtAntennaViolNets,0,
critical_path,crit_required,13600,ps
power,p_per_area,41.9,nW/um^2
critical_path,cp_cell_sequence,"clkdlybuf4s50_1, nand2_1, o21ai_0, fa_1, inv_1, fa_1, fa_1, and2_1, o32ai_4, a21oi_4, nor2_1, xnor2_1, o21ai_0, o311ai_0, nor4_2, nand4_1, nor4_1, nand4_1, or3_1, clkdlybuf4s50_1",
placement,gp_congestion,1.04,
detailed_routing,drtIter0Drc,902,
timing,whs,7760,ps
grt,overflow,0,
finish,clockBufferCount,0,
min_path,min_to,"data_result[1]",
synth,top_cells_by_count,"nor2_1, nand2_1, o21ai_0",
floorplanning,die_w,123,um
clock_network,ctsHoldBuffers,0,
clock_network,cts_resized,0,
synth,syn-instance-count,989,
synth,synth.cellmix.compoundShare,27.6,%
finish,drive_above_1_share,9.98,%
min_path,min_from,"ctrl_ALUopcode[0]",
power,power_frac_comb,100.0,%
job,log.warning_count,42,
detailed_routing,wl_per_cell,25.9,um
finish,fillers,1232,
critical_path,cp_num_buf_inv,3,
synth,muxShareOfSynthArea,25.0,%
timing,setup_viol_count_final,0,
synth,netlist_area,7330,um^2
critical_path,crit_family,"simple AND/OR/NAND/NOR gates",
synth,synth_top_area_share,10.5,%
power,internal_power,151,uW
critical_path,cp.depth,20,
synth,ys_seq_share,0,%
min_path,worstHoldPathCells,6,
synth,synth_area_leader_cell,"mux2i_1",
synth,ys_area,7330,um^2
finish,logic_area,6640,um^2
synth,yosysWarnings,5,
grt,antenna_found_initial,1,
timing,maxSlewViolCount,0,
critical_path,end_kind,"output port",
timing,tns,0,ps
min_path,hold_path_class,"in2out",
grt,grt_pass1_vias,7792,
power,power_switching,194,uW
placement,hpwl,23.4,mm
placement,port-buffer-count,107,
finish,flops,0,
timing,finalHoldViolations,0,
synth,ys_types,77,
critical_path,cp_slowest_cell,"clkdlybuf4s50_1",
timing,rsz0062_at_grt,"no",
synth,synth-adder-area-share,14.7,%
synth,synth.logic.top_family,"AND-OR/OR-AND gates",
synth,syn_avg_cell_area,7.41,um^2
finish,area_delta_synth_final,12.4,%
grt,grt_max_degree,70,
timing,max_slew_margin,39.6,%
power,power_frac_seq,0,%
synth,ys_sh_simple,17.8,%
timing,worst_pin_slew,901,ps
detailed_routing,drc,0,
grt,grtUsageTotal,43.1,%
timing,period_used_share,75.5,%
clock_network,cts_setup_buffers,0,
detailed_routing,n_antenna_cell,0,
power,swShare,56.2,%
power,p_leak,0.00324,uW
floorplanning,core-area,14100,um^2
floorplanning,ioPinCount,109,
critical_path,arrival,9430,ps
critical_path,worst-setup-path-type,"in2out",
timing,period_needed,12830,ps
detailed_routing,viasPerCell,7.00,
critical_path,cpMostUsedCell,"fa_1",
power,ir_drop,0.0285,mV
power,clock_power_share,0,%
finish,flop_area,0,um^2
critical_path,critPathMaxFanout,9,
synth,synth_stat.cells,989,
floorplanning,die_area,15100,um^2
synth,ys_sh_xor,5.60,%
detailed_routing,vias,8341,
synth,ys_top_cells_by_area,"mux2i_1, mux4_2, fa_1",
critical_path,start_kind,"primary input",
floorplanning,rows,43,
detailed_routing,totalWireLength,30.9,mm
grt,grt_pass1_wl,46.5,mm
floorplanning,initCoreUtil,52.0,%
detailed_routing,dr.pass1.iters,8,
synth,post-synth-top-count-cell,"nor2_1",
layout make-up:
type | instances | area share [%]
Inverter | 53 | 2.42
Multi-Input combinational cell | 837 | 80.7
Tap cell | 180 | 2.74
Timing Repair Buffer | 122 | 14.2
power by group through the flow:
stage	sequential, uW	clock [uW]	combinational (uW)
final	0	0	345
after global routing	0	0	374
after CTS	0	0	337
through the flow:
step	std cells	total power, uW	worst slack [ps]	cell area (um^2)
floorplan	989	219	4440	7330
global placement	1192	329	4380	8230
detailed placement	1192	335	4280	8230
CTS	1192	337	4260	8230
global route	1192	374	3760	8230
finish	1192	345	4170	8230
kinds of logic after synthesis:
group | count (synthesis)
buffers and inverters | 152
XOR/XNOR | 46
AND-OR/OR-AND | 298
multiplexers | 138
adder cells (fa/ha/maj) | 75
AND/OR/NAND/NOR | 280
worst max path at each step:
stage	startpoint	to	slack (ps)
4_1_cts	data_operandA[0]	isNotEqual	4260
5_1_grt	data_operandA[0]	isNotEqual	3760
6_report	data_operandA[0]	isNotEqual	4170
placed cells by master (no fill, tap or decap), types with 21 or more instances in the layout:
| master | count |
|---|---|
| mux2_2 | 29 |
| a211oi_1 | 21 |
| mux2i_1 | 77 |
| mux4_2 | 29 |
| xor2_1 | 27 |
| ha_1 | 23 |
| fa_1 | 27 |
| clkdlybuf4s50_1 | 102 |
| nand2_1 | 90 |
| inv_1 | 53 |
| o21ai_0 | 79 |
| maj3_1 | 25 |
| a21oi_1 | 51 |
| nor2_1 | 96 |
routing by layer:
layer / track usage (%) / vias to the layer above / share of wire, %
met4: 12.2 / 2 / 3.2
li1: - / 3716 / -
met3: 19.3 / 80 / 14
met1: 58.7 / 4017 / 40
met2: 62.5 / 526 / 43
met5: 0 / - / 0.045
Power is estimated from default activity; no workload was simulated.
